**./design.v**
```verilog
module ArrayController(
    input logic i_clk,
    input logic i_rst_n,
    input logic s_axis_valid,
    output logic s_axis_ready,
    input logic m_axis_ready,
    output logic m_axis_valid,
    input logic buff_is_empty, buff_is_full,
    output logic buff_rst_n,
    output logic buff_rd, buff_wr,
    input logic arr_C_valid,
    output logic arr_rst_n
);
typedef enum {WAIT, FILL, PROCESS, OUT} states;
states PS, NS;
always_ff @(posedge i_clk) begin
    if (!i_rst_n) begin
        PS <= WAIT;
    end
    else begin
        PS <= NS;
    end
end
always_comb begin
    m_axis_valid = 0;
    buff_rst_n = 1;
    buff_rd = 0;
    buff_wr = 0;
    arr_rst_n = 1;
    case (PS)
        WAIT: begin
            buff_rst_n = 0;
            arr_rst_n = 0;
            if (s_axis_valid && !buff_is_full) begin
                buff_wr = 1;
                buff_rst_n = 1;
                NS = FILL;
            end
            else NS = WAIT;
        end
        FILL: begin
            if (!buff_is_full && s_axis_valid) begin
                buff_wr = 1;
                NS = FILL;
            end
            else if (buff_is_full) begin
                arr_rst_n = 0;
                buff_wr = 0;
                NS = PROCESS;
            end
            else begin
                buff_wr = 0;
                NS = FILL;
            end
        end
        PROCESS: begin
            if (!arr_C_valid && !buff_is_empty) begin
                buff_rd = 1;
                NS = PROCESS;
            end
            else if (!arr_C_valid) begin
            	buff_rd = 0;
				NS = PROCESS;
            end
            else begin
            	buff_rd = 0;
                NS = OUT;
            end        
        end
        OUT: begin
            m_axis_valid = 1;
            buff_rd = 0;
            if (!m_axis_ready) begin
                NS = OUT;
            end
            else begin
				buff_rst_n = 0;
                NS = WAIT;
            end
        end
        default: NS = WAIT;
    endcase
end
assign s_axis_ready = !buff_is_full;    
endmodule
module InputBuffer #(DATA_WIDTH=24, ADDR_WIDTH=2)(
    input logic i_clk, i_rst_n,
    input logic i_rd, i_wr,
    input logic [DATA_WIDTH-1:0] i_wr_data,
    output logic [DATA_WIDTH-1:0] o_data,
    output logic o_is_empty,
    output logic o_is_full
);
logic [DATA_WIDTH-1:0] mem[(2**ADDR_WIDTH)-1:0];
logic [ADDR_WIDTH-1:0]rd_pntr, wr_pntr;
logic [ADDR_WIDTH-1:0] next_wr;
integer i;
always_ff @(posedge i_clk) begin
    if (!i_rst_n) begin
        for (i=0; i<(2**ADDR_WIDTH); ++i) begin
            mem[i] <= 0;
        end
        rd_pntr <= 0;
        wr_pntr <= 0;
    end
    else begin 
        if (i_rd && !o_is_empty) begin
            rd_pntr <= rd_pntr + 1;
        end
        if (i_wr && !o_is_full) begin
            mem[wr_pntr] <= i_wr_data;
            wr_pntr <= wr_pntr + 1;
        end
    end
end
assign o_data = mem[rd_pntr];
assign o_is_empty = (rd_pntr == wr_pntr);
assign next_wr = wr_pntr+1;
assign o_is_full = (next_wr == rd_pntr);
endmodule
`timescale 1ns / 1ps
module MAC(
input i_clk,
input i_rst_n,
input logic signed [7:0] i_a,
input logic signed [7:0] i_b,
output logic [7:0] o_x,
output logic [7:0] o_y,
output logic signed [15:0] o_out,
output logic [3:0] o_transaction_cnt
);
logic [7:0] x_d;
logic [7:0] y_d;
logic [15:0] out_d;
always_comb begin
    x_d = i_a;
    y_d = i_b;
end
always_comb begin
    out_d = i_a*i_b + o_out;
end
always @(posedge i_clk) begin
    if (!i_rst_n) begin
        o_transaction_cnt <= 0;
        o_x <= 0;
        o_y <= 0;
        o_out <= 0;
    end else begin
        o_x <= x_d;
        o_y <= y_d;
        o_out <= out_d;
        if (o_transaction_cnt != 7) begin
            o_transaction_cnt <= o_transaction_cnt + 1;
        end
    end
end
endmodule
`timescale 1ns / 1ps
module SystolicArray(
input logic i_clk,
input logic i_rst_n,
input logic [23:0] i_A,
input logic [23:0] i_B,
output logic [143:0] o_C,
output logic o_C_valid
);
logic [3:0] transaction_cnt;
assign o_C_valid = (transaction_cnt == 7) ? 1 : 0;
logic [7:0] A11;
logic [7:0] A21;
logic [7:0] A31;
logic [7:0] B11;
logic [7:0] B12;
logic [7:0] B13;
always_comb begin
    A11 = i_A[7:0];
    A21 = i_A[15:8];
    A31 = i_A[23:16]; 
    B11 = i_B[7:0];
    B12 = i_B[15:8];
    B13 = i_B[23:16]; 
end
logic [7:0] a11_12, a12_13,
            a21_22, a22_23,
            a31_32, a32_33,
            b11_21, b21_31,
            b12_22, b22_32,
            b13_23, b23_33;
logic [7:0] a21_buffer;
logic [7:0] a31_buffer1, a31_buffer2;
logic [7:0] b12_buffer;
logic [7:0] b13_buffer1, b13_buffer2;
always_ff @(posedge i_clk) begin
    if (!i_rst_n) begin
        a21_buffer <= 0;
        a31_buffer1 <= 0;
        a31_buffer2 <= 0;
        b12_buffer <= 0;
        b13_buffer1 <= 0;
        b13_buffer2 <= 0;
    end else begin
        a21_buffer <= A21;
        a31_buffer1 <= A31;
        a31_buffer2 <= a31_buffer1;
        b12_buffer <= B12;
        b13_buffer1 <= B13;
        b13_buffer2 <= b13_buffer1;
    end
end
MAC mac11 (i_clk, i_rst_n, A11, B11, a11_12, b11_21, o_C[15:0], transaction_cnt);
MAC mac12 (i_clk, i_rst_n, a11_12, b12_buffer, a12_13, b12_22, o_C[31:16]);
MAC mac13 (i_clk, i_rst_n, a12_13, b13_buffer2, , b13_23, o_C[47:32]);
MAC mac21 (i_clk, i_rst_n, a21_buffer, b11_21, a21_22, b21_31, o_C[63:48]);
MAC mac22 (i_clk, i_rst_n, a21_22, b12_22, a22_23, b22_32, o_C[79:64]);
MAC mac23 (i_clk, i_rst_n, a22_23, b13_23, , b23_33, o_C[95:80]);
MAC mac31 (i_clk, i_rst_n, a31_buffer2, b21_31, a31_32, , o_C[111:96]);
MAC mac32 (i_clk, i_rst_n, a31_32, b22_32, a32_33, , o_C[127:112]);
MAC mac33 (i_clk, i_rst_n, a32_33, b23_33, , , o_C[143:128]);
endmodule
module SystolicArrayAxiWrapper(
    input axi_clk,
    input axi_rst_n,
    input s_axis_valid,
    input [47:0] s_axis_data,
    output s_axis_ready,
    output m_axis_valid,
    output [143:0] m_axis_data,
    input m_axis_ready
);
parameter DATA_WIDTH=24, ADDR_WIDTH=2;
logic buff_rst_n;
logic buff_rd, buff_wr;  
logic [DATA_WIDTH-1:0] buff_wr_data_a, o_data_a;
logic o_is_empty_a, o_is_full_a;
assign buff_wr_data_a = s_axis_data[23:0];
InputBuffer #(DATA_WIDTH, ADDR_WIDTH) A_Buffer (
    axi_clk, 
    buff_rst_n,
    buff_rd, 
    buff_wr, 
    buff_wr_data_a, 
    o_data_a, 
    o_is_empty_a, 
    o_is_full_a
);
logic [DATA_WIDTH-1:0] buff_wr_data_b, o_data_b;
logic o_is_empty_b, o_is_full_b;
assign buff_wr_data_b = s_axis_data[47:24];
InputBuffer #(DATA_WIDTH, ADDR_WIDTH) B_Buffer (
    axi_clk, 
    buff_rst_n,
    buff_rd, 
    buff_wr, 
    buff_wr_data_b, 
    o_data_b, 
    o_is_empty_b, 
    o_is_full_b
);
logic arr_rst_n;
logic arr_C_valid;
SystolicArray Array(
    .i_clk (axi_clk),
    .i_rst_n (arr_rst_n),
    .i_A (o_data_a),
    .i_B (o_data_b),
    .o_C (m_axis_data),
    .o_C_valid (arr_C_valid)
);
logic buff_is_empty, buff_is_full;
assign buff_is_empty = o_is_empty_a || o_is_empty_b;
assign buff_is_full = o_is_full_a || o_is_full_b;
ArrayController Controller(
    .i_clk (axi_clk),
    .i_rst_n (axi_rst_n),
    .s_axis_valid (s_axis_valid),
    .s_axis_ready (s_axis_ready),
    .m_axis_ready (m_axis_ready),
    .m_axis_valid (m_axis_valid),
    .buff_is_empty (buff_is_empty), 
    .buff_is_full (buff_is_full),
    .buff_rst_n (buff_rst_n),
    .buff_rd (buff_rd), 
    .buff_wr (buff_wr),
    .arr_C_valid (arr_C_valid),
    .arr_rst_n (arr_rst_n)
);
endmodule
```
**./run.sh**
```bash
#!/bin/bash
# OpenROAD 26Q1-2900-gdf79404cd8, Yosys 0.63+post, stock flow scripts
make -C /OpenROAD-flow-scripts/flow DESIGN_CONFIG=/design/flow/config.mk WORK_HOME=/design/flow/orfs finish
```
**./constraint.sdc**
```tcl
current_design SystolicArrayAxiWrapper

set clk_period 16.7
set clk_io_pct 0.2

create_clock -name clk0 -period $clk_period [get_ports {axi_clk}]

set non_clock_inputs [all_inputs -no_clocks]
set_input_delay [expr $clk_period * $clk_io_pct] -clock clk0 $non_clock_inputs
set_output_delay [expr $clk_period * $clk_io_pct] -clock clk0 [all_outputs]
```
**./config.mk**
```make
export PLATFORM = sky130hd
export DESIGN_NAME = SystolicArrayAxiWrapper
export DESIGN_NICKNAME = SystolicArrayAxiWrapper
export VERILOG_FILES = /design/flow/design.v
export SDC_FILE = /design/flow/constraint.sdc
export NUM_CORES = 4
export LEC_CHECK = 1
export CORE_UTILIZATION = 40
```
==> results.cfg <==
; physical design summary
[status]
status = finished, final reports clean

[finish]
n_fill_cell = 9922
finalNonFillerCells = 5614
drive_above_1_share_pct = 4.868
reg.largest.list = A_Buffer.mem x96, B_Buffer.mem x96
area_growth_syn_to_layout_pct = 12.64

[placement]
gp_congestion = 0.8723
io_buffers = 197
dp_cells = 5505
place_hpwl_um = 72540

[worst_setup_path]
ff2ff_setup_slack_ns = 10.84
startpoint_type = register
rr_worst_depth = 16
required_ns = 13.36
worstSetupPathType = reg2out
cp.arrival_ns = 2.52
timing.rr.end = Array.mac11.o_out[15]$_SDFF_PN0_
crit_fanout = 10
cp-end-kind = primary output

[final_timing]
finClkSkew_ns = 0.02480
tightest_slew_ns = 0.8668
slew_violations = 0
hold_viol = 0
rsz0062_at_grt = no
maxSlewHeadroom_pct = 41.82
period_used_pct = 35.12
fmax_ghz = 0.1705
period_needed_ns = 5.865
setup_viol = 0
hold_slack_ns = 0.4082
fin_setup_tns_ns = 0

[global_routing]
grt_pass1_vias = 28160
grt_usage_pct = 19.13
grt_start_max_net_pins = 75
antenna_found_initial = 0
globalRouteOverflowTotal = 0
grt_pass1_wl_um = 152600

[routing]
viasPerCell = 4.679
wire_per_inst_um = 16.39
drtIter0Drc = 866
drc_errors = 0
wl_um = 92000
drtAntennaViolNets = 0
dr.pass1.iters = 21
vias = 26270
antenna_cells = 0

[yosys]
ys_seq_elements = 500
synth_area_per_cell_um2 = 10.87
flop_cell = dfxtp_1
synth_cells = 3965
yosysTopAreaCell = fa_1
yosysMostFrequentCell = inv_1
yosysSeqAreaShare_pct = 27.68
top_cell_area_share_pct = 29.67
ys_warn_count = 4
edf_count = 192
synthTopCellsByCount = inv_1 (735), and2_1 (683), fa_1 (639)
netlist_area_um2 = 43110
synthTopCellsByArea = fa_1 (30%), dfxtp_1 (14%), edfxtp_1 (13%)
yosysUniqueCellTypes = 64
ys_chip_area_um2 = 43110
synthArstFlopShare_pct = 0
ys_cells = 3965

[power_and_ir_drop]
p_per_area_nw_per_um2 = 111.6
ir_worst_vdd_mv = 0.1269
power_leakage_uw = 0.02308

[floorplanning]
initCoreUtil_pct = 40.33
fp.dieW_um = 330.3
die-area_um2 = 109100
pin_count = 198
fp-row-count = 120
die-height_um = 330.3
fp.coreArea_um2 = 106900

[worst_hold_path]
whs_path_depth = 1
hold_end = Array.b13_buffer2[3]$_SDFF_PN0_
hold_class = reg2reg
worstHoldStart = Array.b13_buffer1[3]$_SDFF_PN0_

[job]
warnings = 34
drv_cap = 0

[clocking]
clkLatencyLatePin_ns = 0.66
cts.clk_slew.worst_paths_ns = 0.06
ctsHoldBuffers = 0
ctsResizeCount = 0
clkSinkCount = 500
h-tree-depth = 2
clockBufferDepth = 3
cts_tree = done
postCtsSetupBuffers = 0
root_buffer = clkbuf_16
cts_made_buffers = 59
## layout make-up
type / count / area, um2 / share of cell area [%]
multi-input cells: 2650 / 27920 / 57.50
clock inverters: 31 / 421.7 / 0.8683
well taps: 1403 / 1755 / 3.615
repair buffers: 217 / 2122 / 4.370
clock buffers: 78 / 1648 / 3.393
inverters: 735 / 2759 / 5.681
flip-flops and latches: 500 / 11930 / 24.57
## stage by stage
step | power (uW) | utilization [%] | setup slack (ns) | area, um2
final | 5422 | 45.42 | 10.84 | 48560
after global routing | 5948 | 45.42 | 10.40 | 48560
after CTS | 5524 | 45.42 | 10.77 | 48560
after detailed placement | 4110 | 43.49 | 10.70 | 46490
after global placement | 4099 | 43.49 | 10.73 | 46490
after floorplan | 3456 | - | 10.65 | 43110
## metal layers
layer | global-route usage [%] | up-vias | part of all wire [%]
li1 | - | 12700 | -
met3 | 8.109 | 97 | 9.4
met1 | 27.22 | 12890 | 42
met4 | 3.076 | 0 | 2.1
met2 | 29.21 | 581 | 47
met5 | 0 | - | 0
## kinds of logic after synthesis
group,count (synthesis),share of synthesized area (%)
DFF,500,27.68
xor gates and xnor gates,173,3.532
and+or+nand+nor,1193,15.25
adders and majority gates,973,39.37
AOI/OAI and AO/OA,256,3.842
muxes,55,2.667
buffers and inverters,815,7.670
## critical path, stage by stage (launching register included)
cell and delay (ns):
dfxtp_1 0.59, xor2_2 0.22, mux2_4 0.37, nor2_8 0.19
clkdlybuf4s50_1 0.50
## worst max-delay path by stage
stage                                      end                             start
CTS           Array.mac11.o_out[15]$_SDFF_PN0_                          register
global route  Array.mac11.o_out[15]$_SDFF_PN0_                          register
finish                            s_axis_ready  A_Buffer.wr_pntr[1]$_SDFFE_PP0P_
## cell usage in the layout (no fill, tap or decap), drive strengths merged, types with 27 or more instances in the layout
cell,count
ha,334
o21ai,46
inv,737
xnor2,139
o21a,27
xor2,34
clkbuf,78
clkdlybuf4s50,197
nor3,37
and2,683
nor2,138
nand2,240
dfxtp,308
mux4,47
edfxtp,192
a21o,38
fa,639
a21oi,80
## power breakdown
| group | internal [uW] | switching [uW] | leakage [uW] |
|---|---|---|---|
| logic | 1060 | 1290 | 0.0176 |
| clock network | 820 | 543 | 0.00100 |
| registers | 1500 | 203 | 0.00448 |
| total | 3380 | 2040 | 0.0231 |
Power and IR drop assume default switching activity.
